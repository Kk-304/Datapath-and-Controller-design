===== flow/run.sh =====
#!/bin/bash
# OpenROAD 26Q1-2900-gdf79404cd8, Yosys 0.63+post, stock flow scripts
make -C /OpenROAD-flow-scripts/flow DESIGN_CONFIG=/design/flow/config.mk WORK_HOME=/design/flow/orfs finish

===== flow/config.mk =====
export PLATFORM = sky130hd
export DESIGN_NAME = controlpath
export DESIGN_NICKNAME = controlpath
export VERILOG_FILES = /design/flow/design.v
export SDC_FILE = /design/flow/constraint.sdc
export NUM_CORES = 4
export LEC_CHECK = 1
export CORE_AREA = 10 10 70 70
export DIE_AREA = 0 0 80 80

===== flow/constraint.sdc =====
current_design controlpath

set clk_period 3.0
set clk_io_pct 0.2

create_clock -name clk0 -period $clk_period [get_ports {clk}]

set non_clock_inputs [all_inputs -no_clocks]
set_input_delay [expr $clk_period * $clk_io_pct] -clock clk0 $non_clock_inputs
set_output_delay [expr $clk_period * $clk_io_pct] -clock clk0 [all_outputs]

===== flow/design.v =====
`timescale 1ns / 1ps
module controlpath(ldA,ldB,sel,sel_in,done,clk,lt,gt,eq,start,n1,n2);
input clk,lt,gt,eq,start;
output reg ldA,ldB,sel,sel_in;
output reg done,n1,n2;
reg[2:0] state;
parameter S0=3'b000,S1=3'b001,S2=3'b010,S3=3'b011,S4=3'b100,S5=3'b101;
always@(posedge clk)
begin
case(state)
S0: if(start) state <= S1;
S1: state <= S2;
S2: begin
#20 if(eq) state <= S5;
else if(lt) state <= S3;
else if(gt) state <= S4;
end
S3: begin
#20 if(eq) state <= S5;
else if(lt) state <= S3;
else if(gt) state <= S4;
end
S4: begin
#20 if(eq) state <= S5;
else if(lt) state <= S3;
else if(gt) state <= S4;
end
S5: begin
state <= S5;
end
default: state <= S0;
endcase
end
always@(state)
begin
case(state)
S0: begin
sel_in <= 1;
ldA <= 1;
ldB <= 0;
done <= 0;
n1 <= 1'b1;
n2 <= 1'b0;
end
S1: begin
sel_in <= 1;
ldA <= 0;
ldB <= 1;
n1 <= 1'b0;
n2 <= 1'b1;
end
S2: begin
n1 <= 1'b0;
n2 <= 1'b0;
if(eq) done <= 1;
else if(lt) begin
sel <= 1;
sel_in <= 0;
#10 ldA <= 0;
ldB <= 1;
end
else if(gt) begin
sel <= 0;
sel_in <= 0;
#10 ldA <= 1;
ldB <= 0;
end
end
S3: begin
if(eq) done <= 1;
else if(lt) begin
sel <= 1;
sel_in <= 0;
#10 ldA <= 0;
ldB <= 1;
end
else if(gt) begin
sel <= 0;
sel_in <= 0;
#10 ldA <= 1;
ldB <= 0;
end
end
S4: begin
if(eq) done <= 1;
else if(lt) begin
sel <= 1;
sel_in <= 0;
#10 ldA <= 0;
ldB <= 1;
end
else if(gt) begin
sel <= 0;
sel_in <= 0;
#10 ldA <= 1;
ldB <= 0;
end
end
S5: begin
done <= 1;
sel <= 0;
ldA <= 0;
ldB <= 0;
end
default: begin ldA<=0;ldB<=0; end
endcase
end
endmodule

==> flow_summary.toml <==
# synthesis and place-and-route metrics
[status]
status = "finished clean"

[setup_path]
r2r_start = "state[1]$_DFFE_PP_"
path_class = "in2reg"
required_ns = 2.91
r2r_slack_ns = 1.36
cp-end-kind = "register"
reg2reg_depth = 3
critPathArrivalTime_ns = 1.62
crit_fanout = 7
crit_path_start_kind = "primary input"
reg2reg_to = "state[1]$_DFFE_PP_"

[clocking]
cts_root_buffer = "clkbuf_4"
cts_tree = "done"
numCtsBuffers = 3
clk_path_buf_depth = 2
cts_resized = 0
post_cts_buffers = 0
clk_pin_slew_ns = 0.04
cts_hold_buf = 0
htree_levels = 1
clk_latency_ns = 0.23

[synthesis]
yosysTopAreaCell = "dlxtn_1"
synth.area.mux_share = 0
synth_cells = 50
synthTopCellsByArea = "dlxtn_1 23%, edfxtp_1 20%, nor2_1 5.8%"
netlist_area_um2 = 457
xor_share = 0.0356
fa_ha_area_frac = 0
ys_chip_area_um2 = 457
ys_types = 26
yosysWarnings = 1
synth-seq-cells = 10
ys_cells = 50
syn_area_per_cell_um2 = 9.13
top_cell_area_share = 0.230
ys_sh_simple = 0.266
aoi_share = 0.205
top_logic_kind = "simple AND/OR/NAND/NOR gates"

[cells_and_area]
mi_logic_area_um2 = 231
final_cell_mix = "11 x clkdlybuf4s50_1, 7 x nor2_1, 7 x dlxtn_1, 5 x o21ai_1"
drive_above_1_share = 0.143
layout.cells.most_common = "clkdlybuf4s50_1"
fill_cells = 390
finalNonFillerCells = 109
flop_area_um2 = 195
fin_area_um2 = 628
final_util = 0.184
area_delta_synth_final_pct = 37.5

[grt]
grt_overflow = 0
antenna_found_initial = 0
grt_pass1_vias = 364
grt_max_degree = 15
track_usage = 0.0289
grt_pass1_wl_um = 1560

[floorplanning]
floorplan.core_util = 0.134
pin_count = 12
chipArea_um2 = 6400
fp.dieW_um = 80
core_area_um2 = 3420
row_count = 21
die_h_um = 80

[final_timing]
tightest_slew_ns = 0.493
fin_crit_ns = 1.72
drv_slew = 0
rsz0062_at_grt = "false"
fmax_ghz = 0.582
final-hold-violation-count = 0
hold_ws_ns = 0.886
period_used_share = 0.572
setup_tns_ns = 0
final-setup-viol-count = 0
worst_slew_margin_rel = 0.671
untimed_endpoints = 14
clock_skew_ns = 0.00195
unclocked_regs = 7

[job]
maxCapViolCount = 0
tool_warnings = 25

[route]
wirelength_um = 957
drt-pass1-iter-count = 4
vias = 374
ant_nets = 0
drcViolationCount = 0
vias_per_cell = 3.43
n_antenna_cell = 0
wire_per_inst_um = 8.78
drt_iter0_drc = 6

[place]
gp_congestion = 0.804
placed_cell_area_um2 = 602
dpl.hpwl_um = 744
place_inst = 105
port_buffers = 11

[worst_hold_path]
holdPathStages = 2
hold_path_end = "state[1]$_DFFE_PP_"
hold_start = "state[0]$_DFFE_PP_"
worstHoldPathType = "reg2reg"

[power]
vdd_drop_max_mv = 0.260
powerDensity_nw_per_um2 = 914
leakagePower_nw = 0.244
worst max-delay path by stage:
stage / start / end / slack (ns) / cells past startpoint
5_1_grt: lt / state[1]$_DFFE_PP_ / 1.21 / 4
6_report: lt / state[1]$_DFFE_PP_ / 1.28 / 4
4_1_cts: lt / state[1]$_DFFE_PP_ / 1.30 / 4
registers in the layout, indices dropped and copies added, names as in the netlist:
name and count:
done 1, ldA 1, ldB 1, n1 1, n2 1, sel 1, sel_in 1, state 3
cells in the mapped netlist:
library cell,n
a21o_1,1
a21oi_1,3
a22o_1,1
and2b_1,1
buf_6,2
dlxtn_1,7
edfxtp_1,3
inv_1,2
nand2_1,1
nand2_2,1
nand2b_1,1
nor2_1,7
nor2_2,2
nor2b_1,2
nor2b_2,1
nor3_1,1
nor3b_4,1
o211ai_1,1
o21a_1,1
o21ai_0,1
o21ai_1,5
o21bai_1,1
o311a_1,1
or2b_1,1
or3_1,1
xor2_2,1
report_power, final:
part	switching, mW	internal, mW	total, mW
Clock	0.0220	0.0499	0.0720
Sequential	0.0807	0.159	0.240
Combinational	0.109	0.153	0.262
layout make-up:
cell class	instances	share of cell area
Tap cell	46	0.0916
Inverter	2	0.0120
Clock buffer	4	0.0418
Multi-Input combinational cell	36	0.369
Sequential cell	10	0.311
Timing Repair Buffer	11	0.175
worst max-delay path: stages:
cell and delay [ns]:
clkdlybuf4s50_1 0.58, nor3_1 0.09, o21a_1 0.11, a21oi_1 0.25
logic make-up after synthesis:
kind of cell    count (synthesis)
simple gates                   20
compound gates                 15
latches                         7
buf+inv                         4
flops                           3
xor+xnor                        1
routing by layer:
| layer | GRT usage | vias to the layer above | share of wire |
|---|---|---|---|
| met3 | 0.0114 | 2 | 0.069 |
| met1 | 0.0380 | 160 | 0.47 |
| met5 | 0 | - | 0 |
| li1 | - | 197 | - |
| met4 | 0.0123 | 0 | 0.022 |
| met2 | 0.0409 | 15 | 0.43 |
per-stage QoR:
step	worst slack, ns	total power, mW
6_report	1.28	0.574
4_1_cts	1.30	0.582
3_5_place_dp	1.05	0.505
3_3_place_gp	1.09	0.504
5_1_grt	1.21	0.622
2_1_floorplan	1.64	0.422
Power figures rest on the tool's default switching activity, not on a simulated workload.

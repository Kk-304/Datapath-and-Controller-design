### ./constraint.sdc
current_design datapathfsm

set clk_period 4.7
set clk_io_pct 0.2

create_clock -name clk0 -period $clk_period [get_ports {clk}]

set non_clock_inputs [all_inputs -no_clocks]
set_input_delay [expr $clk_period * $clk_io_pct] -clock clk0 $non_clock_inputs
set_output_delay [expr $clk_period * $clk_io_pct] -clock clk0 [all_outputs]
### ./run.sh
#!/bin/bash
# OpenROAD 26Q1-2900-gdf79404cd8, Yosys 0.63+post, stock flow scripts
make -C /OpenROAD-flow-scripts/flow DESIGN_CONFIG=/design/flow/config.mk WORK_HOME=/design/flow/orfs finish
### ./design.v
`timescale 1ns / 1ps
module register(data_out,data_in,load,clk);
input[15:0] data_in;
input load,clk;
output reg[15:0] data_out;
always@(posedge clk)
if (load) data_out <= data_in;
endmodule
module sub(in1,in2,data_out);
input[15:0] in1,in2;
output reg[15:0] data_out;
always@(*)
data_out <= in1 - in2;
endmodule
module compare(in1,in2,gt,lt,eq);
input[15:0] in1,in2;
output gt, lt, eq;
assign gt = in1 > in2;
assign lt = in1 < in2;
assign eq = in1 == in2;
endmodule
module mux(data_out,in1,in2,sel);
input[15:0] in1,in2;
input sel;
output [15:0] data_out;
assign data_out = sel? in2:in1;
endmodule
module datapathfsm(Ans,gt,lt,eq,ldA,ldB,sel,sel_in,data_in,clk);
input ldA,ldB,sel,sel_in,clk;
input[15:0] data_in;
output gt,lt,eq;
output [15:0] Ans;
wire[15:0] A_out,B_out,X,Y,Bus,Subout;
register A(A_out,Bus,ldA,clk);
register B(B_out,Bus,ldB,clk);
mux mux_in1(X,A_out,B_out,sel);
mux mux_in2(Y,B_out,A_out,sel);
mux load(Bus,Subout,data_in,sel_in);
sub sb(X,Y,Subout);
compare comp(A_out,B_out,gt,lt,eq);
assign Ans = A_out;
endmodule
### ./config.mk
export PLATFORM = sky130hd
export DESIGN_NAME = datapathfsm
export DESIGN_NICKNAME = datapathfsm
export VERILOG_FILES = /design/flow/design.v
export SDC_FILE = /design/flow/constraint.sdc
export NUM_CORES = 4
export LEC_CHECK = 1
export CORE_UTILIZATION = 40
==> flow_summary.json <==
{
  "yosys_warnings": 2,
  "antenna_found_initial": 0,
  "worst_setup_path_endpoint": "gt",
  "fin_crit_sh_pct": 81.3,
  "synthDistinctLibCells": 50,
  "critPathCaptureType": "output port",
  "yosys_area_um2": 2480,
  "overflow": 0,
  "fp_util_pct": 41.7,
  "grt_usage_pct": 18.1,
  "r2r_slack_ps": 1980,
  "h-tree-depth": 2,
  "final_util_pct": 50.9,
  "chip_area_um2": 6520,
  "maxSlewHeadroom_pct": 65.3,
  "cp_num_cells": 8,
  "pre_cts_ws_ps": 945,
  "tightest_slew_ps": 520,
  "routed_via_density": 5.47,
  "cp_slowest_stage_delay_ps": 480,
  "cts_tree": "yes",
  "holdCritPathClass": "reg -> reg",
  "hold_viol_final": 0,
  "outcome": "finished, final reports clean",
  "slew_violations": 0,
  "drc": 0,
  "max_freq_mhz": 262,
  "fp.dieW_um": 80.8,
  "postCtsSetupBuffers": 0,
  "synth_flops": 32,
  "gp_congestion": 0.864,
  "synth.avg_cell_area_um2": 9.62,
  "port_buffers": 39,
  "die_height_um": 80.8,
  "dp_hpwl_um": 3990,
  "cap_violations": 0,
  "yosysSeqAreaShare_pct": 38.7,
  "edf_count": 32,
  "area_growth_syn_to_layout_pct": 22.1,
  "whs_ps": 840,
  "cts_hold_buf": 0,
  "io_pins": 40,
  "reg2reg_depth": 7,
  "stdcell_count": 370,
  "path_delay_family": "simple AND/OR/NAND/NOR gates",
  "routed_wl_um": 5380,
  "crit_path_top_delay_cell": "edfxtp_1",
  "peakVddDrop_v": 0.000184,
  "num_rows": 28,
  "fin_skew_ps": 7.77,
  "wl_per_cell_um": 14.5,
  "critPathMaxFanout": 8,
  "worstSkewPairLatency_ps": 280,
  "crit_required_ps": 3760,
  "cts_sinks": 32,
  "n_fill_cell": 564,
  "ctsResizeCount": 0,
  "drt_iter0_drc": 129,
  "layout-drive-gt1-share_pct": 6.78,
  "ant_nets": 0,
  "critical_path_class": "reg -> out",
  "clk_pin_slew_ps": 60,
  "p_leak_nw": 1.17,
  "worstReg2RegEnd": "A.data_out[13]",
  "tns_ps": 0,
  "grt_max_degree": 34,
  "grt_first_pass_wirelength_um": 8740,
  "drt-pass1-iter-count": 5,
  "power.density_nw_per_um2": 490,
  "period_minus_slack_ps": 3820,
  "clk_path_buf_depth": 2,
  "rsz0062_at_grt": "no",
  "synth-async-reset-ratio_pct": 0,
  "cts_buffers": 5,
  "cts-root-buf": "clkbuf_8",
  "synthesis.area_um2": 2480,
  "grt_pass1_vias": 1876,
  "setup_viol": 0,
  "route.vias.total": 2025,
  "yosysCellCount": 258,
  "synth-main-ff-cell": "edfxtp_1",
  "place_inst": 362,
  "startpoint_type": "flip-flop",
  "crit_start": "A.data_out[10]",
  "worst_slack_ps": 878,
  "r2r_start": "A.data_out[2]",
  "path_buffers": 1,
  "crit_arrival_ps": 2880,
  "core_um2": 5960,
  "n_antenna_cell": 0,
  "crit_path_cell_trace": "ha_1, and3_1, nand2_1, or3_1, a21oi_1, a221oi_1, nor2_1, clkdlybuf4s50_1",
  "syn-instance-count": 258,
  "warnings": 25
}
==> worst register-to-register path, cell delays in order (launching register included) <==
cell and delay (ps):
edfxtp_1 440, ha_1 460, a311o_1 410, a32oi_2 290
o22ai_1 220, a311oi_2 370, xor2_1 190, o21ai_1 90
==> where the power goes <==
part	total, mW	internal, mW	switching (mW)
clock	0.255	0.154	0.100
combinational	0.761	0.363	0.398
sequential	0.470	0.412	0.0578
total	1.49	0.930	0.556
==> sequential cells by signal, summed over array words and instances (netlist names) <==
name,cells
A.data_out,16
B.data_out,16
==> cell families (layout without fill, tap and decap cells) <==
| group | Yosys count | count (layout) | share of synthesized area [%] |
|---|---|---|---|
| flops | 32 | 32 | 38.7 |
| buf+inv | 39 | 76 | 6.65 |
| simple gates | 74 | 74 | 15.5 |
| compound gates | 80 | 80 | 24.8 |
| fa+ha+maj | 17 | 17 | 8.57 |
| xor+xnor | 14 | 14 | 4.94 |
| mux | 2 | 2 | 0.857 |
==> routing by layer <==
layer / up-vias / part of all wire, % / global-route usage [%]
met5: - / 0 / 0
met4: 0 / 0.74 / 1.61
met3: 4 / 5.2 / 4.10
met2: 55 / 44 / 27.0
met1: 933 / 50 / 29.0
li1: 1033 / - / -
==> worst min-delay path by stage <==
stage	start	slack, ps	to	depth (start not counted)
global route	B.data_out[0]	910	B.data_out[0]	2
finish	B.data_out[15]	840	B.data_out[15]	3
CTS	B.data_out[0]	830	B.data_out[0]	2
==> area by class of cell <==
cell class / count / area (µm²) / area share, %
multi-input combinational: 187 / 1360 / 44.7
sequential: 32 / 961 / 31.7
timing repair buffer: 43 / 420 / 13.9
inverter: 25 / 93.8 / 3.10
tap: 75 / 93.8 / 3.10
clock buffer: 5 / 68.8 / 2.27
clock inverter: 3 / 37.5 / 1.24
==> per-stage QoR <==
stage               power, mW  cell area [µm²]
CTS                      1.50             3030
global placement         1.24             2930
detailed placement       1.24             2930
global route             1.61             3030
floorplan                1.01             2480
finish                   1.49             3030
==> cells in the mapped netlist, types with 5 or more instances <==
library cell  count  area [µm²]
inv_1            25        93.8
xor2_1            6        52.6
xnor2_1           8        70.1
buf_2             6        30.0
nor2b_1           7        43.8
edfxtp_1         32         961
o21ai_1           6        30.0
ha_1             17         213
o221ai_1          5        43.8
nand3b_1          5        37.5
nand2b_1          9        56.3
nor2_1            7        26.3
nand2_1          31         116
a21oi_1           9        45.0
clkbuf_1          5        18.8
o21ai_0          21         105
==> cell usage in the layout (no fill, tap or decap), types with 6 or more instances in the layout <==
cell type / instances
o21ai_0: 21
ha_1: 17
edfxtp_1: 32
nand2_1: 31
nor2b_1: 7
o21ai_1: 6
clkdlybuf4s50_1: 39
xor2_1: 6
nand2b_1: 9
xnor2_1: 8
nor2_1: 7
a21oi_1: 9
inv_1: 25
Power and IR drop assume default switching activity.
